==> design/flow/design.v <==
`timescale 1ns / 1ps
module post_fft_bram_controller(input clk, input resetn, input [31:0] fft_m_axis_data_tdata_0, input fft_m_axis_data_tvalid_0, output reg fft_m_axis_data_tready_0, 
    output reg [31:0] addra_0, output reg [3:0] wea_0, output reg [31:0] dina_0, output reg ena_0);
    always@(posedge clk) begin
        if(!resetn) begin
            addra_0 <= 32'b0;
            fft_m_axis_data_tready_0 <= 1'b0;
            wea_0 <= 4'b0000;
            dina_0 <= 32'b0;
            ena_0 <= 1'b0;
        end
        else begin
            if(fft_m_axis_data_tvalid_0) begin
                wea_0 <= 4'b1111;
            end
            else begin
                wea_0 <= 4'b0000;
            end
            if(addra_0<32'd8192) begin
                fft_m_axis_data_tready_0 <= 1'b1;
            end
            else begin
                fft_m_axis_data_tready_0 <= 1'b0;
            end
            dina_0 <= fft_m_axis_data_tdata_0;
            ena_0 <= 1'b1;
            if(fft_m_axis_data_tvalid_0) begin
                addra_0 <= addra_0 + 32'd4;  
            end
            else begin
                addra_0 <= addra_0;            
            end
        end
    end
endmodule
==> design/flow/run.sh <==
#!/bin/bash
# OpenROAD 26Q1-2900-gdf79404cd8, Yosys 0.63+post, stock flow scripts
make -C /OpenROAD-flow-scripts/flow DESIGN_CONFIG=/design/flow/config.mk WORK_HOME=/design/flow/orfs finish
==> design/flow/config.mk <==
export PLATFORM = sky130hd
export DESIGN_NAME = post_fft_bram_controller
export DESIGN_NICKNAME = post_fft_bram_controller
export VERILOG_FILES = /design/flow/design.v
export SDC_FILE = /design/flow/constraint.sdc
export NUM_CORES = 4
export LEC_CHECK = 1
export CORE_UTILIZATION = 50
==> design/flow/constraint.sdc <==
current_design post_fft_bram_controller

set clk_period 4.5
set clk_io_pct 0.2

create_clock -name clk0 -period $clk_period [get_ports {clk}]

set non_clock_inputs [all_inputs -no_clocks]
set_input_delay [expr $clk_period * $clk_io_pct] -clock clk0 $non_clock_inputs
set_output_delay [expr $clk_period * $clk_io_pct] -clock clk0 [all_outputs]
==> flow_summary.yaml <==
# yosys + openroad results
finish:
  fillers: 330
  final_layout_top_logic_cell: "clkdlybuf4s50_1"
  lay_top_cells: "102 x clkdlybuf4s50_1, 65 x dfxtp_1, 34 x and2_1"
  drive_above_1_share_pct: 6.358
  areaGrowthSynthToFinish_pct: 48.52
critical_path:
  worstPathMaxFanout: 15
  cp_slowest_cell: "clkdlybuf4s50_1"
  path_cells: "clkdlybuf4s50_1 -> and3_1 -> nand4_1 -> or4_1 -> a21oi_1"
  startpoint: "fft_m_axis_data_tvalid_0"
  cp_data_arrival_time_ns: 2.95
  critical_path_required_ns: 4.76
  crit_path_max_incr_delay_ns: 0.59
  cp-start-kind: "input pin"
  crit_type: "in -> reg"
  cp-endpoint: "addra_0[27]"
  r2r_start: "addra_0[7]"
  r2r_cells: 4
  r2r_setup_slack_ns: 2.45
  cp-end-kind: "register"
  r2r_end: "addra_0[27]"
clock_tree:
  cts-root-buf: "clkbuf_8"
  htreeDepth: 3
  clk_path_buf_depth: 2
  numClockSinks: 65
  cts_resized: 0
  clk_latency_ns: 0.33
  cts.clk_slew.worst_paths_ns: 0.06
  numCtsBuffers: 9
  cts_tree: "yes"
  cts_setup_buffers: 0
  holdBufCountCts: 0
global_route:
  grt_max_degree: 40
  antenna_found_initial: 0
  use_met1_pct: 32.30
  grt_pass1_wl_um: 9087
  first_global_vias: 1954
  use_met3_pct: 11.41
  track_usage_pct: 22.66
  overflow: 0
  grt.busiest_layer: "met2"
  grt.met2_usage_pct: 32.81
power_and_ir_drop:
  p_total_mw: 1.215
  leakage_nw: 1.324
  worst_ir_drop_vdd_uv: 260.0
  power.density_nw_per_um2: 332.6
detailed_routing:
  drt_iter0_drc: 129
  finalWirelength_um: 5310
  routedWlPerCell_um: 12.86
  avgViaCountPerCell: 5.065
  drtAntennaViolNets: 0
  drcViolationCount: 0
  drtPass1Iterations: 5
  n_antenna_cell: 0
  via_count: 2092
yosys:
  synth_seq_share_pct: 52.90
  netlist_instances: 246
  syn_avg_cell_area_um2: 9.999
  synth_cell_types: 34
  ys_warn_count: 1
  synth-seq-cells: 65
  ys_cells: 246
  ys_chip_area_um2: 2460
  netlist_area_um2: 2460
placement:
  hpwl_um: 3632
  finalWeightedCongestion: 0.7969
  io_buffers: 102
floorplanning:
  dieWidth_um: 72.14
  die_area_um2: 5204
  core-area_um2: 4723
  fp_util_pct: 52.08
  die.size.y_um: 72.14
  num_io_pins: 105
  num_rows: 25
final_timing:
  finalSetupViolCount: 0
  fmax_mhz: 370.6
  slew_viol_final: 0
  finalClockSkew_ns: 0.004774
  rsz0062_at_grt: "false"
  finalSetupTns_ns: 0
  finalClockPeriodUsage_pct: 59.96
  hold_violations: 0
  finalCriticalPeriod_ns: 2.698
hold_path:
  hold_class: "reg -> reg"
flow_run:
  maxCapViolations: 0
  warning_count: 26
status:
  status: "completed"
state kept, by name, indices dropped and copies added, names as in the netlist:
name                      flops
ena_0                         1
fft_m_axis_data_tready_0      1
wea_0                         1
addra_0                      30
dina_0                       32
final cells by class:
cell class | count | area [um2] | share of cell area [%]
clock buffers | 12 | 145.1 | 3.973
repair buffers | 103 | 1028 | 28.15
flip-flops and latches | 65 | 1301 | 35.62
multi-input cells | 160 | 1018 | 27.88
clock inverters | 3 | 65.06 | 1.781
well taps | 67 | 83.83 | 2.295
inverters | 3 | 11.26 | 0.3082
how the worst min path moves through the flow:
stage | from | to | slack (ns) | depth (start not counted)
CTS | addra_0[31] | addra_0[31] | 0.50 | 2
global route | addra_0[31] | addra_0[31] | 0.54 | 2
finish | addra_0[31] | addra_0[31] | 0.50 | 2
power breakdown:
| part | leakage (nW) | internal [mW] | switching, mW |
|---|---|---|---|
| Clock | 0.106 | 0.324 | 0.202 |
| Sequential | 0.534 | 0.594 | 0.00681 |
| Combinational | 0.684 | 0.0673 | 0.0210 |
metal layers:
| metal | up-vias | share of wire, % |
|---|---|---|
| li1 | 1058 | - |
| met1 | 939 | 43 |
| met2 | 89 | 43 |
| met3 | 6 | 13 |
| met4 | 0 | 0.92 |
| met5 | - | 0 |
kinds of logic (layout without fill, tap and decap cells):
kind of cell	count (synthesis)	after routing	synth area share, %
AOI/OAI and AO/OA	36	36	8.952
DFF	65	65	52.90
and+or+nand+nor	109	109	27.26
xor gates and xnor gates	10	10	3.561
other	1	2	0.1524
adders and majority gates	1	1	0.5086
muxes	2	2	0.8139
buffers and inverters	22	121	5.849
critical path, delay by kind of cell:
family	cells	cell delay [ns]
buffers and inverters	1	0.59
and+or+nand+nor	3	1.30
AOI/OAI and AO/OA	1	0.15
synthesized netlist by cell type, drive strengths merged:
| library cell | n | area share [%] |
|---|---|---|
| o31ai | 13 | 4.0 |
| o21ai | 4 | 0.81 |
| o41ai | 1 | 0.36 |
| xor2 | 8 | 2.8 |
| nor2 | 11 | 1.7 |
| ha | 1 | 0.51 |
| and3 | 4 | 1.1 |
| nand2b | 2 | 0.51 |
| mux2i | 2 | 0.81 |
| dfxtp | 65 | 53 |
| nand4 | 8 | 2.9 |
| and4 | 4 | 1.5 |
| conb | 1 | 0.15 |
| nand3 | 11 | 2.2 |
| nand2 | 10 | 1.5 |
| a21oi | 17 | 3.5 |
| xnor2 | 2 | 0.71 |
| inv | 3 | 0.46 |
| or3 | 4 | 1.0 |
| or4 | 14 | 4.3 |
| buf | 14 | 4.6 |
| o311ai | 1 | 0.36 |
| clkbuf | 5 | 0.76 |
| nor4 | 5 | 1.3 |
| and2 | 36 | 9.3 |
metrics by stage:
step	setup WS (ns)	hold slack, ns	instances	cell area (um2)	utilization [%]
finish	1.802	0.4993	413	3654	77.35
CTS	1.844	0.5041	413	3654	77.35
global route	1.625	0.5441	413	3654	77.35
floorplan	2.315	0.4428	247	2464	-
detailed placement	1.520	0.4903	398	3443	72.90
global placement	1.573	0.4768	398	3443	72.90
Power figures rest on the tool's default switching activity, not on a simulated workload.
