--- flow/run.sh ---
#!/bin/bash
# OpenROAD 26Q1-2900-gdf79404cd8, Yosys 0.63+post, stock flow scripts
make -C /OpenROAD-flow-scripts/flow DESIGN_CONFIG=/design/flow/config.mk WORK_HOME=/design/flow/orfs finish
--- flow/config.mk ---
export PLATFORM = sky130hd
export DESIGN_NAME = w_rx
export DESIGN_NICKNAME = w_rx
export VERILOG_FILES = /design/flow/design.v
export SDC_FILE = /design/flow/constraint.sdc
export NUM_CORES = 4
export LEC_CHECK = 1
export CORE_AREA = 10 10 70 70
export DIE_AREA = 0 0 80 80
--- flow/constraint.sdc ---
current_design w_rx

set clk_period 3.0
set clk_io_pct 0.2

create_clock -name clk0 -period $clk_period [get_ports {clk}]

set non_clock_inputs [all_inputs -no_clocks]
set_input_delay [expr $clk_period * $clk_io_pct] -clock clk0 $non_clock_inputs
set_output_delay [expr $clk_period * $clk_io_pct] -clock clk0 [all_outputs]
--- flow/design.v ---
`timescale 1ns / 1ps
module computeMult8(input clk, input reset, input [1695:0] dataRX, output [15:0] data_out_im, output [15:0] data_out_r, input [4:0] counter, output reg valid);
    wire signed [15:0] w_im_0, w_im_1, w_im_2, w_im_3, w_im_4, w_im_5, w_im_6, w_im_7, w_im_8, w_im_9, w_im_10, w_im_11, w_im_12, w_im_13, w_im_14, w_im_15;
    wire signed [15:0] w_r_0, w_r_1, w_r_2, w_r_3, w_r_4, w_r_5, w_r_6, w_r_7, w_r_8, w_r_9, w_r_10, w_r_11, w_r_12, w_r_13, w_r_14, w_r_15;
    assign {w_im_0, w_im_1, w_im_2, w_im_3, w_im_4, w_im_5, w_im_6, w_im_7, w_im_8, w_im_9, w_im_10, w_im_11, w_im_12, w_im_13, w_im_14, w_im_15} =
        {16'h6943, 16'h51a5, 16'h33f3, 16'h1262, 16'hef72, 16'hcdbe, 16'hafc8, 16'h97cc, 16'h8794, 16'h8055, 16'h8299, 16'h8e34, 16'ha24a, 16'hbd5b, 16'hdd64, 16'h0000};
    assign {w_r_0, w_r_1, w_r_2, w_r_3, w_r_4, w_r_5, w_r_6, w_r_7, w_r_8, w_r_9, w_r_10, w_r_11, w_r_12, w_r_13, w_r_14, w_r_15} =
        {16'hb72b, 16'h9d6c, 16'h8b04, 16'h8154, 16'h8113, 16'h8a48, 16'h9c41, 16'hb5aa, 16'hd49b, 16'hf6c9, 16'h19a6, 16'h3a9b, 16'h5731, 16'h6d48, 16'h7b3b, 16'h7fff};
    wire signed [52:0] data_im_0, data_r_0, data_im_1, data_r_1, data_im_2, data_r_2, data_im_3, data_r_3, 
        data_im_4, data_r_4, data_im_5, data_r_5, data_im_6, data_r_6, data_im_7, data_r_7, 
        data_im_8, data_r_8, data_im_9, data_r_9, data_im_10, data_r_10, data_im_11, data_r_11, 
        data_im_12, data_r_12, data_im_13, data_r_13, data_im_14, data_r_14, data_im_15, data_r_15; 
    assign {data_im_0, data_r_0, data_im_1, data_r_1, data_im_2, data_r_2, data_im_3, data_r_3, 
        data_im_4, data_r_4, data_im_5, data_r_5, data_im_6, data_r_6, data_im_7, data_r_7, 
        data_im_8, data_r_8, data_im_9, data_r_9, data_im_10, data_r_10, data_im_11, data_r_11, 
        data_im_12, data_r_12, data_im_13, data_r_13, data_im_14, data_r_14, data_im_15, data_r_15} = dataRX;
    reg signed [68:0] data_out_im_0, data_out_im_1, data_out_im_2, data_out_im_3, data_out_im_4, data_out_im_5, data_out_im_6, data_out_im_7,
        data_out_im_8, data_out_im_9, data_out_im_10, data_out_im_11, data_out_im_12, data_out_im_13, data_out_im_14, data_out_im_15;
    reg signed [68:0] data_out_r_0, data_out_r_1, data_out_r_2, data_out_r_3, data_out_r_4, data_out_r_5, data_out_r_6, data_out_r_7,
        data_out_r_8, data_out_r_9, data_out_r_10, data_out_r_11, data_out_r_12, data_out_r_13, data_out_r_14, data_out_r_15;
    wire signed [72:0] data_out_im_full, data_out_r_full;
    assign data_out_im_full = data_out_im_0 + data_out_im_1 + data_out_im_2 + data_out_im_3 + data_out_im_4 + data_out_im_5 + data_out_im_6 + data_out_im_7 + 
        data_out_im_8 + data_out_im_9 + data_out_im_10 + data_out_im_11 + data_out_im_12 + data_out_im_13 + data_out_im_14 + data_out_im_15;
    assign data_out_r_full = data_out_r_0 + data_out_r_1 + data_out_r_2 + data_out_r_3 + data_out_r_4 + data_out_r_5 + data_out_r_6 + data_out_r_7 + 
        data_out_r_8 + data_out_r_9 + data_out_r_10 + data_out_r_11 + data_out_r_12 + data_out_r_13 + data_out_r_14 + data_out_r_15;
    assign data_out_im = data_out_im_full[72:57];
    assign data_out_r = data_out_r_full[72:57];
    always@(posedge clk) begin
        if(reset) begin
            data_out_im_0 <= 69'b0;
            data_out_r_0 <= 69'b0;
            data_out_im_1 <= 69'b0;
            data_out_r_1 <= 69'b0;
            data_out_im_2 <= 69'b0;
            data_out_r_2 <= 69'b0;
            data_out_im_3 <= 69'b0;
            data_out_r_3 <= 69'b0;
            data_out_im_4 <= 69'b0;
            data_out_r_4 <= 69'b0;
            data_out_im_5 <= 69'b0;
            data_out_r_5 <= 69'b0;
            data_out_im_6 <= 69'b0;
            data_out_r_6 <= 69'b0;
            data_out_im_7 <= 69'b0;
            data_out_r_7 <= 69'b0;
            data_out_im_8 <= 69'b0;
            data_out_r_8 <= 69'b0;
            data_out_im_9 <= 69'b0;
            data_out_r_9 <= 69'b0;
            data_out_im_10 <= 69'b0;
            data_out_r_10 <= 69'b0;
            data_out_im_11 <= 69'b0;
            data_out_r_11 <= 69'b0;
            data_out_im_12 <= 69'b0;
            data_out_r_12 <= 69'b0;
            data_out_im_13 <= 69'b0;
            data_out_r_13 <= 69'b0;
            data_out_im_14 <= 69'b0;
            data_out_r_14 <= 69'b0;
            data_out_im_15 <= 69'b0;
            data_out_r_15 <= 69'b0;
            valid <= 1'b0;
        end
        else begin
            if(counter == 5'b10000) begin
                data_out_im_0 <= w_im_0*data_r_0 + w_r_0*data_im_0;  
                data_out_r_0 <= -w_im_0*data_im_0 + w_r_0*data_r_0;
                data_out_im_1 <= w_im_1*data_r_1 + w_r_1*data_im_1;
                data_out_r_1 <= -w_im_1*data_im_1 + w_r_1*data_r_1;
                data_out_im_2 <= w_im_2*data_r_2 + w_r_2*data_im_2;
                data_out_r_2 <= -w_im_2*data_im_2 + w_r_2*data_r_2;
                data_out_im_3 <= w_im_3*data_r_3 + w_r_3*data_im_3;
                data_out_r_3 <= -w_im_3*data_im_3 + w_r_3*data_r_3;
                data_out_im_4 <= w_im_4*data_r_4 + w_r_4*data_im_4;
                data_out_r_4 <= -w_im_4*data_im_4 + w_r_4*data_r_4;
                data_out_im_5 <= w_im_5*data_r_5 + w_r_5*data_im_5;
                data_out_r_5 <= -w_im_5*data_im_5 + w_r_5*data_r_5;
                data_out_im_6 <= w_im_6*data_r_6 + w_r_6*data_im_6;
                data_out_r_6 <= -w_im_6*data_im_6 + w_r_6*data_r_6;
                data_out_im_7 <= w_im_7*data_r_7 + w_r_7*data_im_7;
                data_out_r_7 <= -w_im_7*data_im_7 + w_r_7*data_r_7;
                data_out_im_8 <= w_im_8*data_r_8 + w_r_8*data_im_8;
                data_out_r_8 <= -w_im_8*data_im_8 + w_r_8*data_r_8;
                data_out_im_9 <= w_im_9*data_r_9 + w_r_9*data_im_9;
                data_out_r_9 <= -w_im_9*data_im_9 + w_r_9*data_r_9;
                data_out_im_10 <= w_im_10*data_r_10 + w_r_10*data_im_10;
                data_out_r_10 <= -w_im_10*data_im_10 + w_r_10*data_r_10;
                data_out_im_11 <= w_im_11*data_r_11 + w_r_11*data_im_11;
                data_out_r_11 <= -w_im_11*data_im_11 + w_r_11*data_r_11;
                data_out_im_12 <= w_im_12*data_r_12 + w_r_12*data_im_12;
                data_out_r_12 <= -w_im_12*data_im_12 + w_r_12*data_r_12;
                data_out_im_13 <= w_im_13*data_r_13 + w_r_13*data_im_13;
                data_out_r_13 <= -w_im_13*data_im_13 + w_r_13*data_r_13;
                data_out_im_14 <= w_im_14*data_r_14 + w_r_14*data_im_14;
                data_out_r_14 <= -w_im_14*data_im_14 + w_r_14*data_r_14;
                data_out_im_15 <= w_im_15*data_r_15 + w_r_15*data_im_15;
                data_out_r_15 <= -w_im_15*data_im_15 + w_r_15*data_r_15;
                valid <= 1'b1;                
            end
            else begin
                data_out_im_0 <= 69'b0;
                data_out_r_0 <= 69'b0;
                data_out_im_1 <= 69'b0;
                data_out_r_1 <= 69'b0;
                data_out_im_2 <= 69'b0;
                data_out_r_2 <= 69'b0;
                data_out_im_3 <= 69'b0;
                data_out_r_3 <= 69'b0;
                data_out_im_4 <= 69'b0;
                data_out_r_4 <= 69'b0;
                data_out_im_5 <= 69'b0;
                data_out_r_5 <= 69'b0;
                data_out_im_6 <= 69'b0;
                data_out_r_6 <= 69'b0;
                data_out_im_7 <= 69'b0;
                data_out_r_7 <= 69'b0;
                data_out_im_8 <= 69'b0;
                data_out_r_8 <= 69'b0;
                data_out_im_9 <= 69'b0;
                data_out_r_9 <= 69'b0;
                data_out_im_10 <= 69'b0;
                data_out_r_10 <= 69'b0;
                data_out_im_11 <= 69'b0;
                data_out_r_11 <= 69'b0;
                data_out_im_12 <= 69'b0;
                data_out_r_12 <= 69'b0;
                data_out_im_13 <= 69'b0;
                data_out_r_13 <= 69'b0;
                data_out_im_14 <= 69'b0;
                data_out_r_14 <= 69'b0;
                data_out_im_15 <= 69'b0;
                data_out_r_15 <= 69'b0;
                valid <= 1'b0;
            end
        end
    end
endmodule
module w_rx(input clk, input resetn,
    input FMC_valid_cable,
    input FMC_isIM_cable,
    output reg FMC_ready_cable,
    input [52:0] FMC_data_cable,
    output [31:0] fifo_in,
    output fifo_wr_en,
    input fifo_ready);
    wire [1695:0] dataRX;
    wire [33:0] data;
    reg [4:0] counter;
    reg [52:0] data_imag_0, data_real_0, data_imag_1, data_real_1, data_imag_2, data_real_2, data_imag_3, data_real_3, 
        data_imag_4, data_real_4, data_imag_5, data_real_5, data_imag_6, data_real_6, data_imag_7, data_real_7, 
        data_imag_8, data_real_8, data_imag_9, data_real_9, data_imag_10, data_real_10, data_imag_11, data_real_11, 
        data_imag_12, data_real_12, data_imag_13, data_real_13, data_imag_14, data_real_14, data_imag_15, data_real_15; 
    always@(posedge clk) begin
        if(!resetn) begin
            FMC_ready_cable <= 1'b0;
            counter <= 5'b0;
            data_imag_0 <= 53'b0;
            data_real_0 <= 53'b0;
            data_imag_1 <= 53'b0;
            data_real_1 <= 53'b0;
            data_imag_2 <= 53'b0;
            data_real_2 <= 53'b0;
            data_imag_3 <= 53'b0;
            data_real_3 <= 53'b0;
            data_imag_4 <= 53'b0;
            data_real_4 <= 53'b0;
            data_imag_5 <= 53'b0;
            data_real_5 <= 53'b0;
            data_imag_6 <= 53'b0;
            data_real_6 <= 53'b0;
            data_imag_7 <= 53'b0;
            data_real_7 <= 53'b0;            
            data_imag_8 <= 53'b0;
            data_real_8 <= 53'b0;
            data_imag_9 <= 53'b0;
            data_real_9 <= 53'b0;
            data_imag_10 <= 53'b0;
            data_real_10 <= 53'b0;
            data_imag_11 <= 53'b0;
            data_real_11 <= 53'b0;
            data_imag_12 <= 53'b0;
            data_real_12 <= 53'b0;
            data_imag_13 <= 53'b0;
            data_real_13 <= 53'b0;
            data_imag_14 <= 53'b0;
            data_real_14 <= 53'b0;
            data_imag_15 <= 53'b0;
            data_real_15 <= 53'b0;
        end
        else begin
            if(counter==5'b00000 && FMC_valid_cable && FMC_isIM_cable) begin
                data_imag_0 <= FMC_data_cable;
                counter <=  counter;
                FMC_ready_cable <= 1'b0;
            end
            else if(counter==5'b00000 && FMC_valid_cable && !FMC_isIM_cable) begin
                data_real_0 <= FMC_data_cable;
                counter <=  counter + 5'b00001;
                FMC_ready_cable <= 1'b0;
            end
            else if(counter==5'b00001 && FMC_valid_cable && FMC_isIM_cable) begin
                data_imag_1 <= FMC_data_cable;
                FMC_ready_cable <= 1'b0;
            end
            else if(counter==5'b00001 && FMC_valid_cable && !FMC_isIM_cable) begin
                data_real_1 <= FMC_data_cable;
                counter <=  counter + 5'b00001;                
                FMC_ready_cable <= 1'b0;
            end
            else if(counter==5'b00010 && FMC_valid_cable && FMC_isIM_cable) begin
                data_imag_2 <= FMC_data_cable;
                FMC_ready_cable <= 1'b0;
            end
            else if(counter==5'b00010 && FMC_valid_cable && !FMC_isIM_cable) begin
                data_real_2 <= FMC_data_cable;
                counter <=  counter + 5'b00001;                
                FMC_ready_cable <= 1'b0;
            end
            else if(counter==5'b00011 && FMC_valid_cable && FMC_isIM_cable) begin
                data_imag_3 <= FMC_data_cable;
                FMC_ready_cable <= 1'b0;
            end
            else if(counter==5'b00011 && FMC_valid_cable && !FMC_isIM_cable) begin
                data_real_3 <= FMC_data_cable;
                counter <=  counter + 5'b00001;                
                FMC_ready_cable <= 1'b0;
            end
            else if(counter==5'b00100 && FMC_valid_cable && FMC_isIM_cable) begin
                data_imag_4 <= FMC_data_cable;
                FMC_ready_cable <= 1'b0;
            end
            else if(counter==5'b00100 && FMC_valid_cable && !FMC_isIM_cable) begin
                data_real_4 <= FMC_data_cable;
                counter <=  counter + 5'b00001;                
                FMC_ready_cable <= 1'b0;
            end
            else if(counter==5'b00101 && FMC_valid_cable && FMC_isIM_cable) begin
                data_imag_5 <= FMC_data_cable;
                FMC_ready_cable <= 1'b0;
            end
            else if(counter==5'b00101 && FMC_valid_cable && !FMC_isIM_cable) begin
                data_real_5 <= FMC_data_cable;
                counter <=  counter + 5'b00001;
                FMC_ready_cable <= 1'b0;                
            end
            else if(counter==5'b00110 && FMC_valid_cable && FMC_isIM_cable) begin
                data_imag_6 <= FMC_data_cable;
                FMC_ready_cable <= 1'b0;
            end
            else if(counter==5'b00110 && FMC_valid_cable && !FMC_isIM_cable) begin
                data_real_6 <= FMC_data_cable;
                counter <=  counter + 5'b00001;                
                FMC_ready_cable <= 1'b0;
            end
            else if(counter==5'b00111 && FMC_valid_cable && FMC_isIM_cable) begin
                data_imag_7 <= FMC_data_cable;
                FMC_ready_cable <= 1'b0;
            end
            else if(counter==5'b00111 && FMC_valid_cable && !FMC_isIM_cable) begin
                data_real_7 <= FMC_data_cable;
                counter <=  counter + 5'b00001;                
                FMC_ready_cable <= 1'b0;
            end
            else if(counter==5'b01000 && FMC_valid_cable && FMC_isIM_cable) begin
                data_imag_8 <= FMC_data_cable;
                FMC_ready_cable <= 1'b0;
            end
            else if(counter==5'b01000 && FMC_valid_cable && !FMC_isIM_cable) begin
                data_real_8 <= FMC_data_cable;
                counter <=  counter + 5'b00001;                
                FMC_ready_cable <= 1'b0;
            end
            else if(counter==5'b01001 && FMC_valid_cable && FMC_isIM_cable) begin
                data_imag_9 <= FMC_data_cable;
                FMC_ready_cable <= 1'b0;
            end
            else if(counter==5'b01001 && FMC_valid_cable && !FMC_isIM_cable) begin
                data_real_9 <= FMC_data_cable;
                counter <=  counter + 5'b00001;                
                FMC_ready_cable <= 1'b0;
            end
            else if(counter==5'b01010 && FMC_valid_cable && FMC_isIM_cable) begin
                data_imag_10 <= FMC_data_cable;
                FMC_ready_cable <= 1'b0;
            end
            else if(counter==5'b01010 && FMC_valid_cable && !FMC_isIM_cable) begin
                data_real_10 <= FMC_data_cable;
                counter <=  counter + 5'b00001;                
                FMC_ready_cable <= 1'b0;
            end
            else if(counter==5'b01011 && FMC_valid_cable && FMC_isIM_cable) begin
                data_imag_11 <= FMC_data_cable;
                FMC_ready_cable <= 1'b0;
            end
            else if(counter==5'b01011 && FMC_valid_cable && !FMC_isIM_cable) begin
                data_real_11 <= FMC_data_cable;
                counter <=  counter + 5'b00001;                
                FMC_ready_cable <= 1'b0;
            end
            else if(counter==5'b01100 && FMC_valid_cable && FMC_isIM_cable) begin
                data_imag_12 <= FMC_data_cable;
                FMC_ready_cable <= 1'b0;
            end
            else if(counter==5'b01100 && FMC_valid_cable && !FMC_isIM_cable) begin
                data_real_12 <= FMC_data_cable;
                counter <=  counter + 5'b00001;                
                FMC_ready_cable <= 1'b0;
            end
            else if(counter==5'b01101 && FMC_valid_cable && FMC_isIM_cable) begin
                data_imag_13 <= FMC_data_cable;
                FMC_ready_cable <= 1'b0;
            end
            else if(counter==5'b01101 && FMC_valid_cable && !FMC_isIM_cable) begin
                data_real_13 <= FMC_data_cable;
                counter <=  counter + 5'b00001;                
                FMC_ready_cable <= 1'b0;
            end
            else if(counter==5'b01110 && FMC_valid_cable && FMC_isIM_cable) begin
                data_imag_14 <= FMC_data_cable;
                FMC_ready_cable <= 1'b0;
            end
            else if(counter==5'b01110 && FMC_valid_cable && !FMC_isIM_cable) begin
                data_real_14 <= FMC_data_cable;
                counter <=  counter + 5'b00001;                
                FMC_ready_cable <= 1'b0;
            end
            else if(counter==5'b01111 && FMC_valid_cable && FMC_isIM_cable) begin
                data_imag_15 <= FMC_data_cable;
                FMC_ready_cable <= 1'b0;
            end
            else if(counter==5'b01111 && FMC_valid_cable && !FMC_isIM_cable) begin
                data_real_15 <= FMC_data_cable;
                counter <=  counter + 5'b00001;                
                FMC_ready_cable <= 1'b0;
            end
            else if(counter==5'b10000) begin
                counter <=  5'b00000;
                FMC_ready_cable <= fifo_ready;
            end
            else begin  
                counter <=  5'b00000;  
                FMC_ready_cable <= fifo_ready;
            end
        end
    end
    assign dataRX = {data_imag_0, data_real_0, data_imag_1, data_real_1, data_imag_2, data_real_2, data_imag_3, data_real_3, 
        data_imag_4, data_real_4, data_imag_5, data_real_5, data_imag_6, data_real_6, data_imag_7, data_real_7, 
        data_imag_8, data_real_8, data_imag_9, data_real_9, data_imag_10, data_real_10, data_imag_11, data_real_11, 
        data_imag_12, data_real_12, data_imag_13, data_real_13, data_imag_14, data_real_14, data_imag_15, data_real_15};
    wire [15:0] data_out_im, data_out_r;
    wire valid;
    computeMult8 cm(.clk(clk), .reset(reset), .dataRX(dataRX), .data_out_im(data_out_im), .data_out_r(data_out_r), .counter(counter), .valid(valid));
    assign fifo_in = {data_out_im,data_out_r};
    assign fifo_wr_en = valid;
endmodule
==> summary.txt <==
Synthesis and PnR results.

- The run finished with clean final reports.
- The number of warnings in the stage logs reads 81.
- The growth of design area from synthesis to finish reads -0.181%.
- The clock tree from TritonCTS is yes.
- The post-route setup TNS is 0 ps.
- In the synthesized netlist the async set-or-reset flop fraction comes to 0%.
- After clock tree synthesis, the repair step resized 0 gates.
- The script computed a power per unit cell area of 287 nW/um^2.
- The number of sinks handled by clock tree synthesis is 6.
- The number of global-route vias before repair reads 463.
- The simple-gate area share of the yosys netlist reads 19.2%.
- The cell accounting for the most synthesized area reads sky130_fd_sc_hd__buf_4.
- For this sky-water flow run, the detailed-routed wirelength per cell is reported as 9.23 um.
- The number of unique standard cell types used by synthesis is 28.
- Yosys attributes the largest share of cell area to sky130_fd_sc_hd__buf_4, sky130_fd_sc_hd__dfxtp_1, sky130_fd_sc_hd__ha_1.
- Synthesis handed over a netlist of 90 instances.
- The later pin in the worst-skew pair is clocked with a latency of 240 ps.
- In the setup report, the worst path falls into the class reg -> reg.
- The worst setup path is captured at a flip-flop.
- The initial antenna violation count is 0.
- The peak supply drop is 0.0889 mV.
- The synthesis area per yosys is 692 sq um.
- The x dimension of the die is 80 um.
- The detailed-route wire length reads 1.31 mm.
- Summed over all routing layers, the global router reports a total usage of 3.92%.
- The largest non-sequential cell family by area is buffers and inverters.
- After synthesis, the most frequently instantiated cells are sky130_fd_sc_hd__buf_4, sky130_fd_sc_hd__nor2_1, sky130_fd_sc_hd__dfxtp_1.
- For this run the top cell type by instance count after synthesis was sky130_fd_sc_hd__buf_4.
- The static leakage power is 0.320 nW.
- Before any placement, the netlist area is recorded as 692 sq um.
- In the finished design, the share of the clock period the worst path needs comes to 62.5%.
- The maximum number of buffers from clock root to sink is 2.
- The commonest register cell after synthesis reads sky130_fd_sc_hd__dfxtp_1.
- According to the report, the first pass of detailed routing completed in 4 iterations.
- The class of the tightest hold or removal check is reg -> reg.
- The compound-cell area share of the yosys netlist reads 12.1%.
- The final count of hold timing violations is 0.
- Setup repair after global routing left no endpoint under its margin.
- Dividing the synthesized area by the synthesized cell count gives 7.69 sq um.
- Clock tree synthesis selected as its root buffer the cell sky130_fd_sc_hd__clkbuf_4.
- The worst setup path is launched from a flip-flop.
- The area of the die is 6400 sq um.
- The cell-mix breakdown from Yosys lists the XOR/XNOR area share as 1.27%.
- The number of port buffers is 5.
- The CTS buffer count is 3.
- The maximum clock rate reads 0.534 GHz.
- The clock transition at the register clock pins on the worst setup and hold paths after CTS is 40 ps.
- Using the TritonRoute via totals, the vias-per-cell ratio works out to 3.32.
- The critical path data arrival time reads 2000 ps.
- The count of warnings emitted by yosys is 4.
- The cell count listed in synth_stat.txt reads 90.
- The maximum number of pins on one net before global-route repair reads 9.
- The number of failing setup endpoints in the final timing report is 0.
- The area share of fa/ha/maj cells after synthesis is 9.04%.
- Per the synth log, the flip-flop and latch total comes to 6.
- The proportion of netlist area held by the largest area contributor is 35.8%.
- Antenna repair during routing inserted a diode count of 0.
- Per the run summary, max-cap violations total 0.
- The worst path required time is 3120 ps.
- Summing the sequential cell areas from Yosys gives 17.4% of the chip area.
- Cells with a size suffix above 1 make up 5.21% of the layout.
- The detailed router's first-iteration violation count reads 17.
- The count of flip-flops with a built-in enable after synthesis is 0.
- According to the floorplan report, the die height is 80 um.
- The number of top-level pins reads 92.
- Measured against the total synthesized area, the mux share comes to 1.45%.
- The number of levels in the clock H-tree reads 1.
- The initial core utilization is 20.3%.
- The number of setup buffers added after CTS is 0.
- The total overflow reported by the global router is 0.
- The peak fanout along the critical path is 5.
- The placer's final routability congestion estimate is 0.921.
- The final timing report lists clock skew as 3.41 ps.
- The final count of pins violating max slew reads 0.
- After floorplanning, the core was divided into 21 placement rows.
- The shortest clock period the worst path allows after layout is 1870 ps.
- In this run the remaining antenna-violating nets after routing total 0.
- The area of the core region reads 3420 sq um.
- The detailed-placement wirelength estimate is 1.14 mm.
- The first global-routing pass estimated 2.12 mm of wire.
- The detailed-route via count reads 471.
- The post-cts hold-fix buffer tally is 0.
- For this run, the share of the core covered by cells in the final layout is 20.2%.
- The remaining design rule violation count is 0.
## cell families (layout without fill, tap and decap cells)
| logic type | after synthesis | in the layout |
|---|---|---|
| AOI/OAI and AO/OA | 13 | 13 |
| xor gates and xnor gates | 1 | 1 |
| adders and majority gates | 5 | 5 |
| buffers and inverters | 39 | 13 |
| DFF | 6 | 6 |
| muxes | 1 | 1 |
| other | 1 | 33 |
| and+or+nand+nor | 24 | 24 |
## cell type report
cell class                 instances  area [sq um]
sequential                         6           120
inverter                           5          18.8
timing repair buffer               5          50.0
clock buffer                       3          22.5
multi-input combinational         77           422
fill                             400          2730
tap                               46          57.6
## where the power goes
group          switching (mW)  internal, mW  leakage, nW  total, mW
logic                  0.0214        0.0199        0.257     0.0413
clock network          0.0259        0.0450       0.0138     0.0709
registers             0.00309        0.0829       0.0487     0.0860
## worst paths after layout
kind,startpoint,end,slack (ps),cells past startpoint
worst max-delay path,counter[0],counter[4],1130,7
worst min-delay path,counter[4],counter[4],580,2
worst max register to register,counter[0],counter[4],1130,7
worst min register to register,counter[4],counter[4],580,2
## critical path, cell delays in order, from the launching register on
cell and delay [ps]:
sky130_fd_sc_hd__dfxtp_1 410, sky130_fd_sc_hd__inv_1 90, sky130_fd_sc_hd__ha_1 250, sky130_fd_sc_hd__a211oi_1 290
sky130_fd_sc_hd__nor3b_2 310, sky130_fd_sc_hd__o211ai_1 130, sky130_fd_sc_hd__nand2_1 200, sky130_fd_sc_hd__nor2_1 70
## per-stage QoR
step | area [sq um] | power [mW] | hold slack, ps | std cells | worst slack [ps]
floorplan | 812 | 0.144 | 526 | 122 | 1360
CTS | 691 | 0.204 | 580 | 142 | 1130
finish | 691 | 0.198 | 577 | 142 | 1130
detailed placement | 668 | 0.130 | 570 | 139 | 935
global placement | 668 | 0.131 | 563 | 139 | 926
global route | 691 | 0.217 | 600 | 142 | 898
## cell usage in the layout, fill, tap and decap left out, drive strengths merged, types with 3 or more instances in the layout
master / instances
clkbuf: 3
nand3: 3
o21ai: 3
inv: 5
clkdlybuf4s50: 5
nor2: 8
conb: 33
dfxtp: 6
ha: 5
a21oi: 3
## routing by layer
metal  share of wire (%)  global-route usage (%)
met5                   0                       0
met4                   0                   0.352
met3                 4.6                    1.36
met2                  51                    6.98
met1                  45                    4.55
## flip-flops by register name (all words and copies together), names as in the netlist
register and flops:
counter 5, FMC_ready_cable 1
Power is estimated from default activity; no workload was simulated.
